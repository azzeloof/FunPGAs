[/design/flow/design.v]
module clock_divider(
    input clk,           
    input [23:0] div,    
    output slow_clk,     
);
reg [23:0] counter;
reg slow_clk;
always @(posedge clk) begin
    counter <= counter + 1;
    if (counter >= div) begin
        counter <= 0;
        slow_clk = ~slow_clk;
    end
end
endmodule
[/design/flow/run.sh]
#!/bin/bash
# OpenROAD 26Q1-2900-gdf79404cd8, Yosys 0.63+post, stock flow scripts
make -C /OpenROAD-flow-scripts/flow DESIGN_CONFIG=/design/flow/config.mk WORK_HOME=/design/flow/orfs finish
[/design/flow/config.mk]
export PLATFORM = sky130hd
export DESIGN_NAME = clock_divider
export DESIGN_NICKNAME = clock_divider
export VERILOG_FILES = /design/flow/design.v
export SDC_FILE = /design/flow/constraint.sdc
export NUM_CORES = 4
export LEC_CHECK = 1
export CORE_AREA = 10 10 101 101
export DIE_AREA = 0 0 111 111
[/design/flow/constraint.sdc]
current_design clock_divider

set clk_period 7.9
set clk_io_pct 0.2

create_clock -name clk0 -period $clk_period [get_ports {clk}]

set non_clock_inputs [all_inputs -no_clocks]
set_input_delay [expr $clk_period * $clk_io_pct] -clock clk0 $non_clock_inputs
set_output_delay [expr $clk_period * $clk_io_pct] -clock clk0 [all_outputs]
==> results.sh <==
# source this file to load flow results
export IMPL_setup_viol=0
export IMPL_ys_warn_count=1
export IMPL_swShare_pct=33.9
export IMPL_whs_path_depth=1
export IMPL_via_count=1460
export IMPL_crit_chain="clkdlybuf4s50_1 > inv_1 > ha_1 > a21o_1 > a221o_1 > a221oi_4 > nand2b_1"
export IMPL_p_switching_uw=129
export IMPL_wl_per_cell_um=10.5
export IMPL_critPathRequiredTime_ps=7910
export IMPL_slew_viol_final=0
export IMPL_drv_cap=0
export IMPL_final_util_pct=27.5
export IMPL_hold_slack_ps=545
export IMPL_hold_buffers=0
export IMPL_hold_start="slow_clk"
export IMPL_antenna_found_initial=0
export IMPL_syn_to_final_growth_pct=22.1
export IMPL_min_period_ps=3810
export IMPL_synthArstFlopShare_pct=0
export IMPL_drc=0
export IMPL_grt_pass1_wl_um=6390
export IMPL_hold_viol_final=0
export IMPL_final_antenna_net_count=0
export IMPL_post_cts_resized=0
export IMPL_cp_slowest_stage_delay_ps=770
export IMPL_cts_tree="built"
export IMPL_arrival_ps=3820
export IMPL_place_congestion=0.784
export IMPL_rrSetupSlack_ps=5510
export IMPL_slew_headroom_pct=40.3
export IMPL_rr_startpoint="counter[17]"
export IMPL_netlist_area_um2=1830
export IMPL_clock_sinks=25
export IMPL_p_comb_share_pct=32.0
export IMPL_p_leak_nw=0.989
export IMPL_worstPathMaxFanout=25
export IMPL_hp_class="flop to flop"
export IMPL_yosys_stat_area_um2=1830
export IMPL_place_ws_ps=3780
export IMPL_setup_slack_ps=4090
export IMPL_cts_root_buf="clkbuf_8"
export IMPL_cp_end_kind="flop"
export IMPL_grt_total_usage_pct=5.91
export IMPL_seq_power_share_pct=48.1
export IMPL_drt_vias_per_instance=4.23
export IMPL_core_area_um2=8130
export IMPL_stdcell_count=345
export IMPL_drtIter0Drc=60
export IMPL_io_pins=26
export IMPL_hpwl_um=2880
export IMPL_layout_drive_gt1_share_pct=9.58
export IMPL_wl_um=3610
export IMPL_antennaDiodeCount=0
export IMPL_fin_area_um2=2240
export IMPL_fp_dieW_um=111
export IMPL_numSynthFlops=25
export IMPL_fin_worst_skew_ps=5.58
export IMPL_p_per_area_nw_per_um2=169
export IMPL_edf_count=1
export IMPL_placementRows=33
export IMPL_fp_util_pct=22.6
export IMPL_clkTransAtPathRegs_ps=90
export IMPL_ir_worst_vdd_uv=102
export IMPL_numCtsBuffers=3
export IMPL_syn_area_per_cell_um2=8.53
export IMPL_internal_power_uw=251
export IMPL_finalPower_uw=379
export IMPL_cpMaxStageDelayCell="a221oi_4"
export IMPL_yosys_cells=215
export IMPL_start_kind="input pin"
export IMPL_r2r_end="slow_clk"
export IMPL_crit_type="input pin to flop"
export IMPL_finalClockPeriodUsage_pct=48.2
export IMPL_synth_distinct_cells=34
export IMPL_htreeDepth=1
export IMPL_grt_setup_unrepaired="false"
export IMPL_placed_cell_area_um2=2190
export IMPL_die_area_um2=12300
export IMPL_tns_ps=0
export IMPL_p_clk_share_pct=19.9
export IMPL_reg2regPathDepth=5
export IMPL_cts_max_path_buffers=2
export IMPL_postCtsSetupRepairBufs=0
export IMPL_final_layout_top_logic_cells="inv_1, nand2_1, ha_1, clkdlybuf4s50_1, dfxtp_1"
export IMPL_grt_pass1_vias=1428
export IMPL_flop_cell="dfxtp_1"
export IMPL_max_freq_ghz=0.262
export IMPL_postSynthSeqShare_pct=27.8
export IMPL_numPortBuffers=25
export IMPL_tightest_slew_ps=895
export IMPL_placedCellCount=341
export IMPL_holdPathEnd="slow_clk"
export IMPL_synth_cells=215
export IMPL_dr_pass1_iters=3
export IMPL_worstSkewPairLatency_ps=270
export IMPL_grt_overflow=0
export IMPL_chipHeight_um=111
export IMPL_status="finished, final reports clean"
export IMPL_mostFrequentLayoutCell="inv_1"
export IMPL_warning_count=25
export IMPL_grt_max_degree=26
## cell usage after synthesis, types with 2 or more instances
cell      count  area [um2]
inv_1        27         101
ha_1         25         313
nand2_1      25        93.8
dfxtp_1      24         480
nor2_1       20        75.1
xnor2_1      15         131
nand3_1      10        50.1
a21oi_1       8        40.0
nand4_1       8        50.1
nor3b_2       7        87.6
xor2_1        7        61.3
o21ai_0       4        20.0
a21o_1        3        22.5
and4_1        3        26.3
buf_2         3        15.0
nor3_2        3        30.0
nor3b_1       3        22.5
and4_2        2        20.0
nand2b_1      2        12.5
nor3_1        2        10.0
## sequential cells by signal (all words and copies together) (netlist names)
name,cells
counter,24
slow_clk,1
## worst max-delay path: cells and delay by family
| family | cells | cell delay [ps] |
|---|---|---|
| simple gates | 1 | 130 |
| buf+inv | 2 | 490 |
| fa+ha+maj | 1 | 300 |
| compound gates | 3 | 1300 |
## layer usage
layer,share of wire [%],vias up,global-route usage (%)
met5,0,-,0
met4,0.44,0,0.260
met3,3.9,2,1.42
met2,48,15,10.5
met1,48,658,7.40
li1,-,785,-
## worst max-delay path by stage
stage / start / to
6_report: div[17] / slow_clk
5_1_grt: div[17] / counter[15]
4_1_cts: div[17] / slow_clk
## area by class of cell
class	instances	area (um2)
Fill cell	854	5890
Multi-Input combinational cell	158	1190
Sequential cell	25	510
Timing Repair Buffer	26	258
Tap cell	105	131
Inverter	27	101
Clock buffer	3	41.3
Clock inverter	1	5.00
## power groups by stage
stage     Combinational, mW  Sequential [mW]  Clock, mW
6_report              0.121            0.183     0.0756
5_1_grt               0.144            0.188     0.0842
4_1_cts               0.123            0.183     0.0779
## cell families (layout without fill, tap and decap cells)
logic type | count (synthesis) | after routing | share of synthesized area (%)
flops | 25 | 25 | 27.8
compound gates | 19 | 19 | 7.64
simple gates | 92 | 92 | 29.8
buf+inv | 32 | 57 | 7.16
fa+ha+maj | 25 | 25 | 17.1
xor+xnor | 22 | 22 | 10.5
Power figures rest on the tool's default switching activity, not on a simulated workload.
