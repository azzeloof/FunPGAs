<file path="./design.v">
module top(          
    input  CLK,      
    output LEDG_N,   
	output LEDR_N,   
);
reg [23:0] counter;              
assign LEDG_N = counter[23];     
assign LEDR_N = ~counter[23];    
always @(posedge CLK) begin
	counter <= counter + 1;      
end
endmodule
</file>
<file path="./run.sh">
#!/bin/bash
# OpenROAD 26Q1-2900-gdf79404cd8, Yosys 0.63+post, stock flow scripts
make -C /OpenROAD-flow-scripts/flow DESIGN_CONFIG=/design/flow/config.mk WORK_HOME=/design/flow/orfs finish
</file>
<file path="./config.mk">
export PLATFORM = sky130hd
export DESIGN_NAME = top
export DESIGN_NICKNAME = top
export VERILOG_FILES = /design/flow/design.v
export SDC_FILE = /design/flow/constraint.sdc
export NUM_CORES = 4
export LEC_CHECK = 1
export CORE_AREA = 10 10 88 88
export DIE_AREA = 0 0 98 98
</file>
<file path="./constraint.sdc">
current_design top

set clk_period 4.0
set clk_io_pct 0.2

create_clock -name clk0 -period $clk_period [get_ports {CLK}]

set non_clock_inputs [all_inputs -no_clocks]
set_input_delay [expr $clk_period * $clk_io_pct] -clock clk0 $non_clock_inputs
set_output_delay [expr $clk_period * $clk_io_pct] -clock clk0 [all_outputs]
</file>
==> CHANGELOG.md <==
### Implementation results

* First-pass GRT wire length at 2.54 mm
* Antenna fix cells at 0
* Yosys cell types at 16
* Commonest flop: dfxtp_1
* Power Total at 446 uW
* # setup viols final at 0
* CTS Buf Count at 3
* CP endpoint: LEDR_N
* Clk buf depth at 2
* Power share of the combinational group at 0
* Reg2reg path depth at 5
* Vias at 541
* Crit path largest cell delay at 0.45 ns
* Slew Viols, Final at 0
* Critical path depth at 2
* Die ar. at 0.00960 mm2
* Final Skew at 0.00480 ns
* Max-cap viol count at 0
* Die Span Y at 98 um
* Area leader, netlist: dfxtp_1
* WP buf/inv at 2
* Routed WL at 1.23 mm
* Top-count cell post-synth: dfxtp_1
* Crit Path Category: reg2out
* Cell Area, Synth at 893 um2
* Post-synth EDFFs at 0
* Area after DPL at 0.00100 mm2
* Sequential power share at 0.535
* Gr usage total at 0.0303
* Cts hold-fix bufs at 0
* Largest register by flop count: counter
* GPL Wtd Cong at 0.763
* Slew @ Worst Pin at 0.522 ns
* Core area at 0.00592 mm2
* Largest cells by area: dfxtp_1, xnor2_1, nand4_1, nand3_1, xor2_1
* Synth warnings at 1
* Synth Instances at 83
* Pwr Density at 416 mW/mm2
* Layout Cells excl Fill at 163
* Area share, top type at 0.538
* Clock network power share at 0.465
* Row count at 28
* Max Clk Rate at 526 MHz
* Critical path capture point type: primary output
* Pre-antenna DRT Iters at 3
* 1st-iter DRT viols at 26
* CTS Root Cell: clkbuf_8
* Post_cts resized at 0
* GRT overflow at 0
* Area growth syn-to-layout at 20.2%
* Initial antenna violation count at 0
* Final Hold Fails at 0
* DRC at 0
* Yosys chip area at 893 um2
* Clock sinks at 24
* Crit path arrival time at 1.10 ns
* Top post-synthesis cells by count: dfxtp_1, xnor2_1, nand2_1, nand3_1, nand4_1
* Tool warning count at 25
* Width of the die at 98 um
* VDD IR max at 0.000132 V
* Max FFs per register at 24
* RR Endpoint: counter[18]$_DFF_P_
* Slew HR at 0.651
* Util after Layout at 0.181
* Design area at 0.00107 mm2
* Final Cycle Share at 0.475
* Worst-Skew Late Latency at 0.26 ns
* Dpl cells at 159
* Crit path max-delay cell type: clkdlybuf4s50_1
* Worst path cell trace: inv_1 > clkdlybuf4s50_1
* Crit path time final at 1.90 ns
* Biggest registers after layout: counter: 24 flops
* Initial Util at 0.151
* Post-DP HPWL at 840 um
* Antenna viol nets, final at 0
* Async SR Flop Fraction at 0
* WP data required at 3.20 ns
* Clk slew on worst S/H paths at 0.08 ns
* Via-to-Cell Ratio at 3.32
* Wire per inst at 7.54 um
* Switching Fraction at 0.165
* Net Switching at 73.8 uW
* Registers, synthesis at 24
* Fraction of layout cells with a size suffix above 1 at 0.0568
* Setup Buffers After CTS at 0
* Pin count of the biggest net entering global routing at 15
* Ports at 3
* Vias in the first global route at 584
* Critical path peak fanout at 3
* Status: finished, final reports clean
* Port bufs at 2
* Cell count in the Yosys report at 83
* Static leakage at 0.000348 uW
* Final setup TNS at 0 ns
* RSZ-0062 raised after global routing: no
* Hold path depth at 1
* Avg Cell Area, Syn at 10.8 um2
* CTS H-tree depth at 1
* Hold Crit Class: reg2reg
* Seq share, synth at 0.538
* Crit path max-delay family: buffers and inverters
* Reg2reg setup slack at 2.27 ns
* Critical path origin: counter[23]$_DFF_P_
* TritonCTS clock tree: built
* CP Launch Type: flip-flop
* R2r startpoint: counter[0]$_DFF_P_
* Cell-internal power at 372 uW
-- logic make-up (layout without fill, tap and decap cells) --
kind of cell             count (synthesis)  count (layout)  synth area share
XOR/XNOR                                22              22             0.216
AND/OR/NAND/NOR                         33              33             0.219
adder cells (fa/ha/maj)                  1               1            0.0140
buffers and inverters                    3               8            0.0140
flip-flops                              24              24             0.538
-- cell type report --
cell class,instances,area [um2]
clock buffer,3,41.3
timing repair buffer,2,20.0
clock inverter,1,30.0
fill,627,4850
inverter,2,7.51
multi-input combinational,56,400
tap,75,93.8
sequential,24,480
-- power by group through the flow --
stage	clock, uW	combinational [uW]	sequential [uW]
finish	207	0.000119	239
global route	226	0.000119	239
CTS	215	0.000119	239
-- cells in the final DEF (no fill, tap or decap), drive strengths merged --
master	count
nand3	7
clkdlybuf4s50	2
dfxtp	24
xor2	4
nor3	1
clkbuf	3
and4	3
ha	1
nor2b	1
and2	1
nand4	7
and3	4
nor2	1
xnor2	18
bufinv	1
or2	1
inv	2
nand2	7
-- through the flow --
stage          hold WS [ns]  setup slack (ns)
3_3_place_gp          0.391              2.37
6_report              0.415              2.10
4_1_cts               0.419              2.07
2_1_floorplan         0.383              2.62
5_1_grt               0.430              2.01
3_5_place_dp          0.399              2.32
-- worst min-delay path by stage --
stage	start	end	slack [ns]
4_1_cts	counter[0]$_DFF_P_	counter[0]$_DFF_P_	0.42
6_report	counter[0]$_DFF_P_	counter[0]$_DFF_P_	0.42
5_1_grt	counter[0]$_DFF_P_	counter[0]$_DFF_P_	0.43
-- layer usage --
metal,wire length [um],vias up,track usage
met5,0,-,0
met4,0,0,0
met3,94,0,0.0171
met2,510,5,0.0457
met1,624,246,0.0393
li1,-,290,-
Power figures rest on the tool's default switching activity, not on a simulated workload.
